<file path="flow/run.sh">
#!/bin/bash
# OpenROAD 26Q1-2900-gdf79404cd8, Yosys 0.63+post, stock flow scripts
make -C /OpenROAD-flow-scripts/flow DESIGN_CONFIG=/design/flow/config.mk WORK_HOME=/design/flow/orfs finish
</file>
<file path="flow/config.mk">
export PLATFORM = sky130hd
export DESIGN_NAME = aipp_parser_axi4
export DESIGN_NICKNAME = aipp_parser_axi4
export VERILOG_FILES = /design/flow/design.v
export SDC_FILE = /design/flow/constraint.sdc
export NUM_CORES = 4
export LEC_CHECK = 1
export CORE_UTILIZATION = 30
</file>
<file path="flow/constraint.sdc">
current_design aipp_parser_axi4

set clk_period 5.4
set clk_io_pct 0.2

create_clock -name clk0 -period $clk_period [get_ports {aclk}]

set non_clock_inputs [all_inputs -no_clocks]
set_input_delay [expr $clk_period * $clk_io_pct] -clock clk0 $non_clock_inputs
set_output_delay [expr $clk_period * $clk_io_pct] -clock clk0 [all_outputs]
</file>
<file path="flow/design.v">
module aipp_parser_axi4 (
    input wire aclk,
    input wire aresetn,
    input wire [127:0] s_axis_tdata,      
    input wire s_axis_tvalid,             
    output reg s_axis_tready,             
    input wire s_axis_tlast,              
    output reg [31:0] delay_us,           
    output reg [31:0] voltage_mv,         
    output reg trigger_out,               
    output reg valid_out                  
);
    reg [2:0] state;
    localparam IDLE = 3'b000;
    localparam PARSE = 3'b001;
    localparam OUTPUT = 3'b010;
    reg [7:0] opcode;
    reg [31:0] delay_field;
    reg [31:0] voltage_field;
    always @(posedge aclk or negedge aresetn) begin
        if (!aresetn) begin
            s_axis_tready <= 1'b1;    
            delay_us <= 32'b0;
            voltage_mv <= 32'b0;
            trigger_out <= 1'b0;
            valid_out <= 1'b0;
            state <= IDLE;
        end else begin
            case (state)
                IDLE: begin
                    if (s_axis_tvalid && s_axis_tready) begin
                        opcode <= s_axis_tdata[7:0];
                        delay_field <= s_axis_tdata[39:8];
                        voltage_field <= s_axis_tdata[71:40];
                        state <= PARSE;
                        s_axis_tready <= 1'b0;  
                    end
                end
                PARSE: begin
                    if (opcode == 8'h10) begin
                        delay_us <= delay_field;
                        voltage_mv <= voltage_field;
                        trigger_out <= 1'b1;
                        valid_out <= 1'b1;
                    end
                    state <= OUTPUT;
                end
                OUTPUT: begin
                    trigger_out <= 1'b0;
                    valid_out <= 1'b0;
                    s_axis_tready <= 1'b1;
                    state <= IDLE;
                end
                default: state <= IDLE;
            endcase
        end
    end
endmodule
</file>
==> notes.md <==
Status of the implementation.

- After clock tree synthesis, the flow added hold-fix buffers numbering 0.
- The number of hold-slack violations in the final timing report is 0, for reference.
- The leakage power of the design is 3.06 nW, for reference.
- The clock passes through at most 2 buffers.
- The number of failing setup endpoints in the final timing report is 0, for reference.
- The actual slew at the worst max-slew pin is 0.700 ns, for reference.
- Cell internal power was estimated by the tool at 0.00183 W.
- Per the synth stats, the flop cell with the highest instance count is edfxtp_1.
- Looking at the setup timing report, the critical path kind is in -> reg.
- The maximum fanout along the worst path is 49, for reference.
- Summed over all layers, the routed wires come to about 9 mm.
- The maximum resistive drop on vdd is between 0.15 and 0.2 mV, for reference.
- The via count normalized by instance count is about 4.0, for reference.
- According to the Yosys statistics, the synthesized design has a chip area of 0.00504 mm2.
- Between the synthesized netlist and the finished layout, the area growth was recorded as 43.4%.
- The arrival time at the worst endpoint is 2.81 ns, for reference.
- In the final layout, the fill cell count is 1428.
- The total vias in the final route is between 2000 and 2500, for reference.
- Max-slew check failures listed in the final report amount to 0.
- The type recorded for the worst min-delay path is reg -> reg.
- The total negative setup slack is 0 ns, for reference.
- The mean routed wirelength per cell is 14.6 um, for reference.
- Yosys mapped a number of flops with a built-in enable equal to between 70 and 80.
- The DRC violation total left in the routed layout is recorded as 0.
- The kind of start point of the critical path is an input port, for reference.
- The layout summary lists the proportion of cells stronger than drive strength 1 as 0.260.
- The critical path required time is 5.48 ns, for reference.
- The iteration count recorded for the first detailed-route pass is 3.
- After synthesis, the share of flip-flops with an asynchronous set or reset is 0.489.
- Of the total power, combinational logic draws 0.028.
- The library cell used as clock root buffer is clkbuf_16, for reference.
- The region available for standard cell placement spans approximately 0.016 mm2.
- In this run the mean area of a mapped cell was between 20 and 25 um2.
- The switching power total is 0.000441 W, for reference.
- The max-slew headroom at the worst pin is 0.533, for reference.
- The initial core utilization is 0.306, for reference.
- The HPWL after detailed placement is 5.64 mm.
- The report lists the power per cell area as 315 mW/mm2.
- The most common logic cells in the final layout are clkdlybuf4s50_1, edfxtp_1, dfrtp_1, mux2_4, clkbuf_16.
- The skew report gives the latency at the later pin of the worst-skew pair as between 0.4 and 0.5 ns.
- Once the clock tree was built, the setup fixing pass inserted 0 buffers.
- STA classifies the critical path endpoint as a register.
- The total of buffers placed on input and output ports is 141, for reference.
- The finished cells cover 0.00723 mm2.
- The worst path setup slack after routing is 2.67 ns, for reference.
- In this run, placement finished with an instance count of ~580.
- The clock drives 141 sinks.
- Synthesis inferred 141 register bits.
- The number of inserted diodes is 0, for reference.
- The clock-pin transition on the worst setup and hold timing paths is 0.06 ns, for reference.
- The first global-routing pass estimated between 10 and 15 mm of wire.
- The distinct cell type count of the synthesized netlist is 19, for reference.
- After synthesis the cells add up to 0.00504 mm2.
- Setup repair after global routing left no endpoint under its margin.
- The deepest level of the CTS H-tree is 4, for reference.
- The share of power burned in registers is 0.498, for reference.
- The die is 132 um wide.
- The worst slack after detailed placement is 2.17 ns, for reference.
- For this run the aggregate overflow at the end of global routing stands at 0.
- The placed cell area is 0.00667 mm2, for reference.
- The overall die size recorded for this design is around 0.017 mm2.
- Clock tree synthesis inserted a total of 17 buffers.
- The number of top-level pins is around 200, for reference.
- The via count of the first global-routing pass is ~2700, for reference.
- The TritonCTS clock tree is done, for reference.
- The shortest clock period the worst path allows after layout is 2.73 ns, for reference.
- The weighted congestion reported at the end of routability-driven placement is between 0.7 and 0.8, for reference.
- The tool flagged a number of max-cap violations equal to 0.
- Post-CTS repair changed the size of 0 cells.
- Of the synthesized area, sequential elements account for 0.772.
- The dominant logic cell type in the layout is clkdlybuf4s50_1, for reference.
- The switching power share of the total is 0.194, for reference.
- The number of instances in the synthesized netlist is 227, for reference.
- The cell total in the yosys stat output is between 200 and 250, for reference.
- The number of DRC markers in iteration 0 is ~75, for reference.
- The tally of yosys warning messages is 1, for reference.
- The initial antenna violation count is 0.
- The remaining antenna violation count after routing is 0, for reference.
- The maximum achievable frequency is between 0.3 and 0.4 GHz, for reference.
- The worst setup skew after layout is 0.00675 ns, for reference.
- Excluding fillers, the count of instances in the completed layout stands at 616.
- The largest net degree at the start of global routing is 50, for reference.
- The flow ran to the end, and the final reports show no timing, DRC or antenna violations.
- The tally of OpenROAD warnings is 82, for reference.
- The vertical die size is 132 um, for reference.
- According to the floorplan log, the row count is 47.
- The share of total power dissipated in the clock network is 0.474.
- On the final layout, the worst hold slack is 0.470 ns.
- The final period utilization is 0.506, for reference.
- The all-layer global routing usage is 0.116, for reference.
-- cell families (layout without fill, tap and decap cells) --
family	Yosys count	after routing	synth area share
flip-flops	141	141	0.772
multiplexers	64	64	0.188
AND/OR/NAND/NOR	8	8	0.0171
buffers and inverters	8	177	0.0156
AND-OR/OR-AND	6	6	0.00720
-- metrics by stage --
step                      total power (W)  utilization
after floorplan                   0.00115            -
after global placement            0.00122        0.405
after detailed placement          0.00122        0.405
after CTS                         0.00232        0.439
after global routing              0.00237        0.439
final                             0.00227        0.439
-- power by group through the flow --
stage | clock [W] | combinational (W) | sequential (W)
finish | 0.00108 | 0.0000644 | 0.00113
global route | 0.00117 | 0.0000706 | 0.00113
CTS | 0.00112 | 0.0000664 | 0.00113
-- worst max-delay path, cell delays in order --
cell and delay [ns]:
clkdlybuf4s50_1 0.49, and3_1 0.18, and2_4 0.61, buf_4 0.43
-- Yosys cell counts (2+ instances only) --
master     n  area share
a21o_1     2      0.0030
buf_6      6       0.013
dfrtp_1   67        0.33
dfstp_2    2       0.010
edfxtp_1  72        0.43
mux2_2     4      0.0089
mux2_4    60        0.18
nand2_1    2      0.0015
o21ai_0    2      0.0020
-- sequential cells by signal, indices dropped and copies added (netlist names) --
| register | flops |
|---|---|
| valid_out | 1 |
| delay_field | 32 |
| delay_us | 32 |
| voltage_field | 32 |
| opcode | 8 |
| voltage_mv | 32 |
| state | 3 |
| s_axis_tready | 1 |
-- area by class of cell --
| class | instances | area [um2] | share of cell area |
|---|---|---|---|
| clock inverters | 11 | 92.6 | 0.0128 |
| multi-input cells | 78 | 1070 | 0.148 |
| clock buffers | 21 | 460 | 0.0637 |
| flip-flops and latches | 141 | 3890 | 0.539 |
| inverters | 1 | 3.75 | 0.000519 |
| well taps | 220 | 275 | 0.0381 |
| repair buffers | 144 | 1430 | 0.198 |
-- layer usage --
metal / vias up / share of wire / track usage
met5: - / 0 / 0
li1: 1148 / - / -
met2: 93 / 0.47 / 0.170
met1: 1216 / 0.45 / 0.180
met4: 0 / 0.011 / 0.0149
met3: 6 / 0.066 / 0.0410
-- final timing paths --
path	slack [ns]	cells past startpoint	from	endpoint
worst max-delay path	2.67	4	s_axis_tvalid	delay_field[31]
worst min-delay path	0.47	1	voltage_field[5]	voltage_mv[5]
worst max register to register	2.98	4	opcode[5]	voltage_mv[4]
worst min register to register	0.47	1	voltage_field[5]	voltage_mv[5]
max in group asynchronous	3.88	2	aresetn	delay_us[9]
min in group asynchronous	0.63	1	aresetn	delay_us[6]
Power and IR drop assume default switching activity.

$ cat /design/flow/config.mk
export PLATFORM = sky130hd
export DESIGN_NAME = aipp_fast_path
export DESIGN_NICKNAME = aipp_fast_path
export VERILOG_FILES = /design/flow/design.v
export SDC_FILE = /design/flow/constraint.sdc
export NUM_CORES = 4
export LEC_CHECK = 1
export CORE_UTILIZATION = 40
$ cat /design/flow/constraint.sdc
current_design aipp_fast_path

set clk_period 4.2
set clk_io_pct 0.2

create_clock -name clk0 -period $clk_period [get_ports {clk}]

set non_clock_inputs [all_inputs -no_clocks]
set_input_delay [expr $clk_period * $clk_io_pct] -clock clk0 $non_clock_inputs
set_output_delay [expr $clk_period * $clk_io_pct] -clock clk0 [all_outputs]
$ cat /design/flow/design.v
module aipp_fast_path (
    input clk,
    input rst_n,
    input [3:0] intensity_idx,      
    input packet_trigger,           
    input cpu_update_enable,        
    input [3:0] cpu_write_addr,     
    input [15:0] cpu_write_data,    
    output reg vrm_trigger,         
    output reg [15:0] applied_delay  
);
    reg [15:0] delay_lut [0:15];
    reg [15:0] counter;
    reg active;
    always @(posedge clk or negedge rst_n) begin
        if (!rst_n) begin
            integer i;
            for (i = 0; i < 16; i = i + 1) begin
                delay_lut[i] <= 16'd14000;
            end
        end else if (cpu_update_enable) begin
            delay_lut[cpu_write_addr] <= cpu_write_data;
        end
    end
    always @(posedge clk or negedge rst_n) begin
        if (!rst_n) begin
            vrm_trigger <= 1'b0;
            applied_delay <= 16'b0;
            counter <= 16'b0;
            active <= 1'b0;
        end else begin
            if (packet_trigger && !active) begin
                applied_delay <= delay_lut[intensity_idx];
                counter <= delay_lut[intensity_idx];
                vrm_trigger <= 1'b1;
                active <= 1'b1;
            end else if (active) begin
                if (counter > 0) begin
                    counter <= counter - 1;
                end else begin
                    vrm_trigger <= 1'b0;
                    active <= 1'b0;
                end
            end
        end
    end
endmodule
$ cat /design/flow/run.sh
#!/bin/bash
# OpenROAD 26Q1-2900-gdf79404cd8, Yosys 0.63+post, stock flow scripts
make -C /OpenROAD-flow-scripts/flow DESIGN_CONFIG=/design/flow/config.mk WORK_HOME=/design/flow/orfs finish
==> out/results.env <==
MAXSLEWHEADROOM=0.422
SYNTH.AVG_CELL_AREA_UM2=12.8
SYNTH_ASYNC_SR_FLOP_SHARE=1.00
PERIOD_MINUS_SLACK_PS=2790
CTS.SINKS=290
TOTALNEGATIVESETUPSLACK_PS=0
DRV_SLEW=0
BUFFER_PORTS.INSERTED=44
AREAGROWTHSYNTHTOFINISH_PCT=14.9
OPENROAD.WARNINGS=27
CRITPATHMAXFANOUT=45
VIA_COUNT=9526
WORST_EP_REQUIRED_TIME_PS=4610
REPORT.POWER.TOTAL_mW=8.69
WORST_HOLD_CHECK_PATH_TYPE='in -> async'
CLOCKBUFFERDEPTH=3
CRITICAL_PATH.MAX_STAGE_DELAY_PS=510
SETUP_VIOL=0
FINALCLOCKPERIODUSAGE=0.664
CHIPAREA_MM2=0.0358
DETAILEDROUTE.FIRSTITERATIONVIOLATIONS=635
RR_STARTPOINT='counter[0]'
ROUTABILITY_CONGESTION=0.898
GRT_OVERFLOW=0
RSZ0062_AT_GRT='no'
TOTAL_ROUTING_USAGE_REPORTED_BY_GLOBAL_ROUTING=0.249
NETLIST_INSTANCES=1097
CP_NUM_BUF_INV=2
CLKPWRFRAC=0.345
OUTCOME='finished, final reports clean'
PATH_DELAY_FAMILY='AND-OR/OR-AND gates'
MUX_AREA_FRAC=0.245
YOSYS.CELL_TYPES.COUNT=80
FLOORPLAN.CORE_UTIL=0.406
HOLD_BUFFERS=0
FILL_CELLS=3081
R2R.WORST_PATH.CELLS=7
CLOCK_TREE.ROOT_CELL='clkbuf_16'
CELLINTERNALPOWER_mW=6.38
SYNTH_SEQ_SHARE=0.527
CRITPATHARRIVALTIME_PS=3200
IOPINCOUNT=45
AOI_SHARE=0.115
SYNTHXORXNORAREAFRAC=0.000624
PLACE_HPWL_UM=26000
WORSTPATHCELLLIST='buf_4 > buf_4 > mux2_2 > a32o_1 > o21ai_0 > nand3_1 > a22o_1'
CTS_MADE_BUFFERS=34
WORSTSETUPPATHTYPE='in -> reg'
SW_FRAC_OF_TOTAL=0.266
DRIVE_GT1_FRAC=0.450
CAP_VIOL_MAX_COUNT=0
STARTPOINT_TYPES='input port'
YOSYS_REGISTER_BITS=290
POST_DRT_VIA_CELL_RATIO=5.89
SYNTH.CELLMIX.SIMPLESHARE=0.0747
YOSYS_AREA_MM2=0.0140
R2R-END='counter[2]'
DIE_X_UM=189
SYNTH.TOP_CELLS.BY_AREA='dfrtp_1, mux2_2, dfstp_2'
POST_SYNTH_INSTANCE_AREA_MM2=0.0140
DRC=0
ROUTE.ANTENNA.REMAINING_NETS=0
FINALWIRELENGTH_UM=40900
CTS_SETUP_BUFFERS=0
FLOP_AREA_MM2=0.00740
DR.PASS1.ITERS=5
SYNTH-WARNING-COUNT=2
YOSYSTOPAREACELL='dfrtp_1'
WORST_SKEW_PAIR.LATE_LATENCY_PS=520
SYNTH.YOSYS.NUM_CELLS=1097
SYNTHDOMINANTCELLAREASHARE=0.318
POWER-PER-CELL-AREA_mW_PER_MM2=539
ROUTE.ANTENNA.DIODE_COUNT=0
POST_SYNTH_MAIN_LOGIC_FAMILY='multiplexers'
STATIC-LEAKAGE-POWER_nW=6.59
CP_COMMON_CELL='buf_4'
PLACEMENTROWS=68
FINAL_NUMBER_OF_HOLD_VIOLATING_ENDPOINTS=0
POSTSYNTH.TOPFLOPCELL='dfrtp_1'
GRT_FIRST_PASS_WIRELENGTH_UM=63800
LAYOUT_TOP_CELL_EXCL_FILL_TAP='mux2_2'
CORE_REGION_AREA_MM2=0.0345
CTS.CLK_SLEW.WORST_PATHS_PS=70
END_KIND='register'
VIA_COUNT_OF_THE_FIRST_GLOBAL_ROUTING_PASS=9952
GRT_START_MAX_NET_PINS=127
TIMING.CLOCK.SKEW_PS=15.5
POST_CTS.RESIZED_INSTANCES=0
SWITCHING_POWER_mW=2.31
MAX_FREQ_MHz=359
MOSTFREQUENTLAYOUTCELLS='mux2_2, dfrtp_1, dfstp_2'
AREA_OF_COMBINATIONAL_CELLS_WITH_MULTIPLE_INPUTS_MM2=0.00614
TIGHTEST_SLEW_PS=845
TRITONCTS_CLOCK_TREE='built'
SYNTHADDERAREAFRAC=0.000892
DIE_HEIGHT_UM=189
P_SEQ_FRAC=0.472
REG2REG_SLACK_PS=1840
EDF_COUNT=0
POWER_FRAC_COMB=0.183
HTREEDEPTH=2
ANTENNA_FOUND_INITIAL=1
WORST_IR_DROP_VDD_uV=285
DETAIL_ROUTE.WL_PER_CELL_UM=25.3
SLOWEST_STAGE='buf_4'
[cell usage after synthesis, types with 4 or more instances]
| master | count |
|---|---|
| buf_6 | 7 |
| nand3b_1 | 10 |
| and3_1 | 7 |
| a32o_1 | 10 |
| nor2b_1 | 16 |
| o21ai_0 | 42 |
| o22ai_1 | 5 |
| a211oi_1 | 6 |
| a21oi_1 | 22 |
| nor3_1 | 6 |
| o31ai_1 | 4 |
| o211ai_1 | 6 |
| a31oi_1 | 12 |
| a221oi_1 | 13 |
| nand2_1 | 28 |
| nor4_1 | 5 |
| a221o_1 | 6 |
| dfrtp_1 | 178 |
| inv_1 | 12 |
| nand4_1 | 6 |
| o32ai_1 | 10 |
| a31o_2 | 4 |
| or3_1 | 5 |
| buf_4 | 8 |
| nor3b_1 | 8 |
| a22o_1 | 10 |
| nand3_1 | 17 |
| a211o_1 | 6 |
| nand2b_1 | 13 |
| o221ai_1 | 4 |
| buf_2 | 33 |
| clkbuf_1 | 39 |
| mux2_2 | 269 |
| mux2i_1 | 35 |
| dfstp_2 | 112 |
| a21o_1 | 11 |
| a22oi_1 | 14 |
| nor2_1 | 30 |
[routing by layer]
layer | track usage | up-vias | routed length [um]
met3 | 0.0780 | 68 | 3500
met4 | 0.0608 | 0 | 1180
met2 | 0.365 | 338 | 18400
li1 | - | 4195 | -
met1 | 0.376 | 4925 | 17900
met5 | 0 | - | 0
[flip-flops by register name (all words and copies together) (netlist names)]
signal         cells
active             1
applied_delay     16
counter           16
delay_lut        256
vrm_trigger        1
[power groups by stage]
stage	clock, mW	combinational, mW	sequential [mW]
after CTS	3.04	1.60	4.10
after global routing	3.18	1.75	4.21
final	3.00	1.59	4.10
[worst reg2reg max path, cell delays in order (launching register included)]
cell and delay [ps]:
dfrtp_1 410, inv_1 110, ha_1 190, nor3b_2 450, nand3_4 180, o21ai_4 350
inv_2 200, a221o_1 350
[layout make-up]
class	count	share of cell area
Sequential cell	290	0.459
Multi-Input combinational cell	704	0.381
Clock buffer	53	0.0667
Timing Repair Buffer	93	0.0502
Tap cell	455	0.0353
Clock inverter	8	0.00466
Inverter	13	0.00303
[worst max path at each step]
stage | start | to | slack, ps | cells past startpoint
after CTS | intensity_idx[1] | counter[5] | 1500 | 7
after global routing | intensity_idx[1] | counter[5] | 1320 | 7
final | intensity_idx[1] | counter[5] | 1410 | 7
[metrics by stage]
stage	instance area [um^2]	cells	utilization	worst slack (ps)	hold WS, ps
6_report	16100	1616	0.467	1410	302
5_1_grt	16100	1616	0.467	1320	348
4_1_cts	16100	1616	0.467	1500	331
3_5_place_dp	15000	1555	0.433	968	465
3_3_place_gp	15000	1555	0.433	985	460
2_1_floorplan	14000	1097	-	1890	421
[cell families after synthesis]
| logic type | after synthesis |
|---|---|
| multiplexers | 307 |
| flip-flops | 290 |
| AND-OR/OR-AND | 217 |
| AND/OR/NAND/NOR | 178 |
| buffers and inverters | 103 |
| XOR/XNOR | 1 |
| adder cells (fa/ha/maj) | 1 |
Power is estimated from default activity; no workload was simulated.

### design/flow/constraint.sdc
current_design aipp_t_noc_router_v2_shadow

set clk_period 15.4
set clk_io_pct 0.2

create_clock -name clk0 -period $clk_period [get_ports {clk}]

set non_clock_inputs [all_inputs -no_clocks]
set_input_delay [expr $clk_period * $clk_io_pct] -clock clk0 $non_clock_inputs
set_output_delay [expr $clk_period * $clk_io_pct] -clock clk0 [all_outputs]
### design/flow/run.sh
#!/bin/bash
# OpenROAD 26Q1-2900-gdf79404cd8, Yosys 0.63+post, stock flow scripts
make -C /OpenROAD-flow-scripts/flow DESIGN_CONFIG=/design/flow/config.mk WORK_HOME=/design/flow/orfs finish
### design/flow/design.v
module aipp_t_noc_router_v2_shadow #(
    parameter DATA_WIDTH = 32,
    parameter NUM_PORTS = 4,
    parameter ENABLE_SHADOW_MODE = 1   
)(
    input  wire                   clk,
    input  wire                   rst_n,
    input  wire [NUM_PORTS-1:0]   thermal_inhibit_aipp_t,   
    input  wire [NUM_PORTS-1:0]   thermal_inhibit_legacy,   
    output wire [NUM_PORTS-1:0]   thermal_ack,
    output reg  [63:0]            shadow_event_counter,       
    output reg  [63:0]            shadow_saved_crashes,       
    output reg  [63:0]            shadow_legacy_crashes,      
    output reg  [63:0]            shadow_aipp_t_wrong,        
    input  wire [NUM_PORTS-1:0]               in_valid,
    input  wire [(NUM_PORTS*DATA_WIDTH)-1:0]  in_data,
    input  wire [(NUM_PORTS*2)-1:0]           in_dest,
    output wire [NUM_PORTS-1:0]               in_ready,
    output reg  [NUM_PORTS-1:0]               out_valid,
    output reg  [(NUM_PORTS*DATA_WIDTH)-1:0]  out_data,
    input  wire [NUM_PORTS-1:0]               out_ready
);
    reg [NUM_PORTS-1:0] thermal_inhibit_aipp_t_sync1;
    reg [NUM_PORTS-1:0] thermal_inhibit_aipp_t_sync2;
    reg [NUM_PORTS-1:0] thermal_inhibit_legacy_sync1;
    reg [NUM_PORTS-1:0] thermal_inhibit_legacy_sync2;
    always @(posedge clk or negedge rst_n) begin
        if (!rst_n) begin
            thermal_inhibit_aipp_t_sync1 <= {NUM_PORTS{1'b0}};
            thermal_inhibit_aipp_t_sync2 <= {NUM_PORTS{1'b0}};
            thermal_inhibit_legacy_sync1 <= {NUM_PORTS{1'b0}};
            thermal_inhibit_legacy_sync2 <= {NUM_PORTS{1'b0}};
        end else begin
            thermal_inhibit_aipp_t_sync1 <= thermal_inhibit_aipp_t;
            thermal_inhibit_legacy_sync1 <= thermal_inhibit_legacy;
            thermal_inhibit_aipp_t_sync2 <= thermal_inhibit_aipp_t_sync1;
            thermal_inhibit_legacy_sync2 <= thermal_inhibit_legacy_sync1;
        end
    end
    wire [NUM_PORTS-1:0] active_thermal_inhibit;
    assign active_thermal_inhibit = ENABLE_SHADOW_MODE ? thermal_inhibit_legacy_sync2 : thermal_inhibit_aipp_t_sync2;
    assign thermal_ack = active_thermal_inhibit;
    reg [NUM_PORTS-1:0] prev_thermal_inhibit_aipp_t;
    reg [NUM_PORTS-1:0] prev_thermal_inhibit_legacy;
    always @(posedge clk or negedge rst_n) begin
        if (!rst_n) begin
            shadow_event_counter <= 64'h0;
            shadow_saved_crashes <= 64'h0;
            shadow_legacy_crashes <= 64'h0;
            shadow_aipp_t_wrong <= 64'h0;
            prev_thermal_inhibit_aipp_t <= {NUM_PORTS{1'b0}};
            prev_thermal_inhibit_legacy <= {NUM_PORTS{1'b0}};
        end else if (ENABLE_SHADOW_MODE) begin
            integer p;
            for (p = 0; p < NUM_PORTS; p = p + 1) begin
                if (thermal_inhibit_aipp_t[p] && !thermal_inhibit_legacy[p] && 
                    !prev_thermal_inhibit_aipp_t[p]) begin
                    shadow_event_counter <= shadow_event_counter + 1;
                    shadow_saved_crashes <= shadow_saved_crashes + 1;
                end
                if (thermal_inhibit_legacy[p] && !prev_thermal_inhibit_legacy[p]) begin
                    shadow_event_counter <= shadow_event_counter + 1;
                    shadow_legacy_crashes <= shadow_legacy_crashes + 1;
                end
                if (!thermal_inhibit_aipp_t[p] && prev_thermal_inhibit_aipp_t[p] && 
                    !thermal_inhibit_legacy[p]) begin
                end
            end
            prev_thermal_inhibit_aipp_t <= thermal_inhibit_aipp_t;
            prev_thermal_inhibit_legacy <= thermal_inhibit_legacy;
        end
    end
    wire [1:0] requested_dest [NUM_PORTS-1:0];
    reg  [1:0] actual_dest [NUM_PORTS-1:0];
    genvar g;
    generate
        for (g = 0; g < NUM_PORTS; g = g + 1) begin : route_logic
            assign requested_dest[g] = in_dest[g*2 +: 2];
            always @(*) begin
                if (!active_thermal_inhibit[requested_dest[g]]) begin
                    actual_dest[g] = requested_dest[g];
                end else begin
                    actual_dest[g] = requested_dest[g] + 2'b01;
                end
            end
        end
    endgenerate
    integer i, j;
    reg [DATA_WIDTH-1:0] out_data_mux [NUM_PORTS-1:0];
    reg [NUM_PORTS-1:0]  out_valid_mux;
    always @(*) begin
        out_valid_mux = {NUM_PORTS{1'b0}};
        for (i = 0; i < NUM_PORTS; i = i + 1) begin
            out_data_mux[i] = {DATA_WIDTH{1'b0}};
            for (j = 0; j < NUM_PORTS; j = j + 1) begin
                if (in_valid[j] && (actual_dest[j] == i)) begin
                    out_valid_mux[i] = 1'b1;
                    out_data_mux[i]  = in_data[j*DATA_WIDTH +: DATA_WIDTH];
                end
            end
        end
    end
    always @(posedge clk or negedge rst_n) begin
        if (!rst_n) begin
            out_valid <= {NUM_PORTS{1'b0}};
            out_data  <= {(NUM_PORTS*DATA_WIDTH){1'b0}};
        end else begin
            for (i = 0; i < NUM_PORTS; i = i + 1) begin
                if (out_ready[i]) begin
                    out_valid[i] <= out_valid_mux[i];
                    out_data[i*DATA_WIDTH +: DATA_WIDTH] <= out_data_mux[i];
                end else begin
                    out_valid[i] <= 1'b0;
                end
            end
        end
    end
    assign in_ready = out_ready;
endmodule
### design/flow/config.mk
export PLATFORM = sky130hd
export DESIGN_NAME = aipp_t_noc_router_v2_shadow
export DESIGN_NICKNAME = aipp_t_noc_router_v2_shadow
export VERILOG_FILES = /design/flow/design.v
export SDC_FILE = /design/flow/constraint.sdc
export NUM_CORES = 4
export LEC_CHECK = 1
export CORE_UTILIZATION = 30
==> run notes <==
Entry: Yosys synthesis followed by OpenROAD place and route.

Job:
- The run gives the max-cap check violation count as 0.
- The number of warnings reported in the stage logs is 28.

Die:
- The run gives the floorplan die height as 250 um.
- Per the OpenROAD floorplan log, the width of the die is 250 um.
- The run gives the boundary pin count as 550.
- The run gives the share of the core filled by cells before placement as 0.304.
- After floorplanning, the die was sized to cover 0.0624 mm^2.
- In this run the core area contains 90 standard-cell rows.
- The run gives the area inside the core boundary as 0.0606 mm^2.

Synthesis:
- For this run, the chip area from Yosys synthesis comes to 0.0184 mm^2.
- The run puts the cell total in the yosys stat output at 1926.
- Yosys reports that the most numerous cell types are dfrtp_1, o21ai_0, a221oi_1.
- The run gives the cell taking the most area after synthesis as dfrtp_1.
- For this run, the number of Yosys warnings is 3.
- After synthesis, the share of flip-flops with an asynchronous set or reset is 1.00.
- A synthesized cell averages 9.57 um^2.
- By area the synthesized netlist is led by dfrtp_1, o21ai_0, a221oi_1.
- For this run, the leading register cell type out of synthesis is dfrtp_1.
- The run puts the post-synthesis cell area at 0.0184 mm^2.
- Among all cell types in the netlist, the one instantiated most often is dfrtp_1.
- The run puts the instance tally after logic synthesis at 1926.
- The run gives the count of cell types in the netlist as 65.
- The run puts the share of the synthesized area in the top cell type at 0.456.
- The run puts the proportion of synthesized chip area in sequential cells at 0.456.
- The run puts the total of flip-flops plus latches after synthesis at 336.
- The run gives the count of library flops with an enable pin as 0.

Route:
- The run gives the via count normalized by instance count as 5.65.
- The run gives the count of nets left with antenna violations after detail routing as 0.
- The run puts the detailed router's first-iteration violation count at 1361.
- The run gives the post-detailed-route wirelength per cell as 23.6 um.
- The script parses the final routing iteration and logs DRC violations as 0.
- According to the report, the first pass of detailed routing completed in 8 iterations.
- The run puts the wire length after detailed routing at 74.8 mm.
- The run gives the total via count in the routed design as 17900.

CTS:
- The run gives the maximum clock insertion buffer count as 3.
- The run puts the insertion delay of the later-clocked pin in the worst-skew pair at 0.57 ns.
- The run gives the number of gates resized after cts as 0.
- The run gives the clock net sink count as 336.
- The run gives the clock transition at the registers of the reported paths as 0.05 ns.
- The run gives the number of H-tree levels as 2.
- CTS placed an instance of clkbuf_16 at the clock tree root.
- The run puts the total clock buffers created by CTS at 40.
- The run gives the total of hold buffers inserted after clock tree synthesis as 0.
- The run gives the CTS tree as done.
- Buffers added to address setup during post-CTS repair amount to 0.

Timing:
- The run puts the worst setup margin at 7.78 ns.
- The run gives the aggregate negative setup slack as 0 ns.
- For this run, the final setup violation count is recorded as 0.
- Derived from the worst setup path, the maximum achievable clock frequency is 131 MHz.
- The run gives the slew at the pin closest to its max-slew limit as 0.780 ns.
- The run puts the worst setup skew after layout at 0.0159 ns.
- Setup repair after global routing left no endpoint under its margin.
- The run puts the final number of hold-violating endpoints at 0.
- The run puts the clock period minus final worst setup slack at 7.62 ns.
- The run puts the worst slew margin relative to its limit at 0.480.
- The run puts the ratio of final minimum period to clock period at 0.495.
- The final max-slew violation count recorded for this run is 0.

Placement:
- The run puts the last weighted congestion value of the routability-driven placer at 0.928.
- The run gives the area after detailed placement as 0.0240 mm^2.
- The run gives the total half-perimeter wirelength after legalization and detailed placement as 50.1 mm.
- The number of placed instances, taps included, is 3095.
- The run gives the count of buffers inserted at the top-level ports as 485.
- The run gives the post-placement setup slack as 7.80 ns.

Pwr:
- Per the power-grid run, VDD falls by no more than 0.0000937 V.
- The run puts the power per cell area at 99.5 mW/mm^2.
- For this design the static power due to leakage is 10.1 nW.

Setup path:
- The worst setup path is of the in -> out kind.
- The run gives the setup slack of the most critical reg-to-reg path as 12.70 ns.
- STA classifies the critical path endpoint as an output port.
- Counting cells, the worst reg-to-reg path comes to 7.
- The worst setup path is launched from an input pin.
- For the worst reg-to-reg path, the endpoint reported by OpenROAD is out_data[36].
- The run gives the largest fanout of any net on the critical path as 34.
- The run gives the critical path data required time as 12.32 ns.
- The slowest stage of the critical path belongs to the cell clkdlybuf4s50_1.
- The run puts the data arrival time at the worst-slack endpoint at 4.54 ns.
- Listed in order, past its start point the critical path passes clkdlybuf4s50_1 > buf_4 > clkdlybuf4s50_1.
- For the worst reg-to-reg path, the startpoint reported by OpenROAD is thermal_inhibit_legacy_sync2[0].
- The run puts the highest cell delay on the worst timing path at 0.55 ns.
- Among the stages of the critical path, the cell type that occurs most often is clkdlybuf4s50_1.

Min path:
- The endpoint of the worst hold path is reported as thermal_inhibit_legacy_sync2[0].
- The run gives the type of the most critical hold path as reg -> reg.
- The run gives the depth of the worst hold-timing path as 0.
- In this run the most critical hold path is launched from prev_thermal_inhibit_legacy[0].

GRT:
- The run puts the number of global-route vias before repair at 17800.
- The run gives the wire length of the first global-routing pass as 113 mm.
- The run gives the aggregate global routing overflow as 0.
- The run puts the maximum number of pins on one net before global-route repair at 109.
- In the global route stage, overall resource usage came out at 0.242.
- The run puts the number of antenna violations at the first check in global routing at 5.

Finish:
- Per the final layout report, the fraction of cells sized above drive strength 1 comes to 0.0730.
- The run puts the final design area excluding fillers at 0.0253 mm^2.
- The run gives the layout overhead on the synthesized area as 37.4%.
- The run puts the number of cells in the finished layout apart from fillers at 3168.

Status:
- The flow ran to the end, and the final reports show no timing, DRC or antenna violations.
## kinds of logic (layout without fill, tap and decap cells)
kind of cell / count (synthesis) / count (layout) / share of synthesized area
compound gates: 559 / 559 / 0.191
xor+xnor: 189 / 189 / 0.0898
fa+ha+maj: 3 / 3 / 0.00204
buf+inv: 230 / 626 / 0.0635
flops: 336 / 336 / 0.456
mux: 2 / 2 / 0.00122
other cells: 1 / 65 / 0.000203
simple gates: 606 / 606 / 0.196
## per-layer routing
metal / GRT usage / vias up / share of wire
li1: - / 7909 / -
met1: 0.324 / 8560 / 0.39
met2: 0.365 / 1148 / 0.45
met3: 0.0897 / 267 / 0.12
met4: 0.0868 / 6 / 0.045
met5: 0 / - / 0.00068
## how the worst max path moves through the flow
stage       startpoint           to  cells after the start
4_1_cts   out_ready[2]  in_ready[2]                      3
5_1_grt   out_ready[2]  in_ready[2]                      3
6_report  out_ready[0]  in_ready[0]                      3
## worst max-delay path: cells and delay by family
| kind | cells | cell delay (ns) |
|---|---|---|
| buffers and inverters | 3 | 1.45 |
## where the power goes
part	switching, W	total [W]	internal, W
Sequential	0.0000851	0.00105	0.000964
Clock	0.000397	0.000985	0.000588
Combinational	0.000225	0.000486	0.000261
Total	0.000706	0.00252	0.00181
## through the flow
step | utilization | hold slack, ns | power (W)
finish | 0.418 | 0.367 | 0.00252
global route | 0.418 | 0.380 | 0.00263
CTS | 0.418 | 0.369 | 0.00254
detailed placement | 0.396 | 0.354 | 0.00154
global placement | 0.396 | 0.354 | 0.00154
floorplan | - | 0.346 | 0.00121
## placed cells by master, fill, tap and decap left out, types with 4 or more instances in the layout
| master | instances |
|---|---|
| a21oi_1 | 68 |
| a21oi_4 | 6 |
| a221oi_1 | 128 |
| a31oi_1 | 67 |
| and2_1 | 40 |
| and3_1 | 96 |
| and4_1 | 13 |
| buf_4 | 45 |
| clkbuf_1 | 12 |
| clkbuf_16 | 41 |
| clkbuf_8 | 9 |
| clkdlybuf4s50_1 | 481 |
| clkinv_2 | 4 |
| conb_1 | 64 |
| dfrtp_1 | 336 |
| inv_1 | 21 |
| nand2_1 | 74 |
| nand2b_1 | 4 |
| nand3_1 | 68 |
| nand4_1 | 66 |
| nor2_1 | 42 |
| nor2b_1 | 64 |
| nor3_1 | 56 |
| nor4_1 | 33 |
| nor4_2 | 13 |
| nor4b_1 | 4 |
| o21ai_0 | 233 |
| o21ai_1 | 26 |
| xnor2_1 | 79 |
| xor2_1 | 110 |
## cell type report
class,instances,area (um^2)
diodes,1,2.50
inverters,23,86.3
fillers,5639,35300
clock inverters,10,159
clock buffers,62,1190
multi-input cells,1423,9300
flip-flops and latches,336,8410
well taps,782,978
repair buffers,531,5200
## flip-flops by register name, indices dropped and copies added, names as in the netlist
name	count
shadow_saved_crashes	64
out_data	128
out_valid	4
prev_thermal_inhibit_legacy	4
thermal_inhibit_legacy_sync2	4
prev_thermal_inhibit_aipp_t	4
shadow_legacy_crashes	64
shadow_event_counter	64
Power is estimated from default activity; no workload was simulated.
